==> ./run.sh <==
#!/bin/bash
# OpenROAD 26Q1-2900-gdf79404cd8, Yosys 0.63+post, stock flow scripts
make -C /OpenROAD-flow-scripts/flow DESIGN_CONFIG=/design/flow/config.mk WORK_HOME=/design/flow/orfs finish
==> ./config.mk <==
export PLATFORM = sky130hd
export DESIGN_NAME = uart_tx
export DESIGN_NICKNAME = uart_tx
export VERILOG_FILES = /design/flow/design.v
export SDC_FILE = /design/flow/constraint.sdc
export NUM_CORES = 4
export LEC_CHECK = 1
export CORE_AREA = 10 10 102 102
export DIE_AREA = 0 0 112 112
==> ./constraint.sdc <==
current_design uart_tx

set clk_period 2.0
set clk_io_pct 0.2

create_clock -name clk0 -period $clk_period [get_ports {clk}]

set non_clock_inputs [all_inputs -no_clocks]
set_input_delay [expr $clk_period * $clk_io_pct] -clock clk0 $non_clock_inputs
set_output_delay [expr $clk_period * $clk_io_pct] -clock clk0 [all_outputs]
==> ./design.v <==
`timescale 1ns / 1ps
module uart_tx(
    input wire clk,
	 input wire rst,
    input wire en,
    input wire [7:0] data_tx,
    output reg rdy = 1,
    output reg dout = 1
    );
reg [15:0] cnt;
reg [7:0] bit_cnt;
reg [7:0] data_tx_reg;
reg [2:0] state = 3'b000;
always @(posedge clk)
begin
	if(en)
	begin
		cnt <= cnt +1;		
		case (state)
			3'b000: begin
				data_tx_reg <= data_tx;
				rdy <= 0;
				bit_cnt <= 0;
				dout <= 0;
				cnt <= 0;
				state <= 3'b001;
			end
			3'b001: begin
				if(cnt >= glob.CLKS_TW && bit_cnt < 8)
				begin
					dout <= data_tx_reg[bit_cnt];
					bit_cnt <= bit_cnt +1;
					cnt <= 0;
				end
				if(cnt >= glob.CLKS_TW && bit_cnt >= 8)
				begin
					dout <= 1;
					cnt <= 0;
					state <= 3'b010;
				end
			end
			3'b010: begin				
				if(cnt >= glob.CLKS_TW)
				begin
					rdy <= 1;
					state <= 3'b000;
				end
			end
		endcase
	end
end
endmodule
==> results.tsv <==
stage	metric	value	unit
placed_design	portBuffers	11	
drt	via_per_inst	2.995	
worst_hold_path	min_delay_worst_endpoint	rdy	
setup_path	reg2reg_from	bit_cnt[4]	
drt	finalWirelength	1589	microns
clock_network	cts_hold_buf	0	
timing	rsz0062_at_grt	false	
timing	drv_slew	0	
power_and_ir_drop	powerDensity	842.4	nW/um^2
power_and_ir_drop	finalPower	0.001077	W
floorplan	core_area	8217	sq um
setup_path	reg2reg_depth	3	
worst_hold_path	hold_class	reg -> reg	
timing	relSlewSlack	73.58	%
timing	skew	0.001273	ns
timing	max_freq	0.5467	GHz
setup_path	end_kind	flop	
grt	grt_pass1_vias	556	
placed_design	gp_congestion	0.7291	
run	maxCapViolCount	0	
logic_synthesis	area_leaders	edfxtp_1 (61%), ha_1 (7.7%), or3_1 (3.2%)	
setup_path	critPathLaunchType	flop	
setup_path	regToRegSetupSlack	0.17	ns
clock_network	cts_tree	built	
clock_network	clock_sinks	20	
logic_synthesis	ys_warn_count	3	
power_and_ir_drop	clkPwrFrac	36.4	%
drt	drc_errors	0	
logic_synthesis	yosys_cells	73	
setup_path	path_cells	or4_4, nor2_4, o21a_1	
power_and_ir_drop	peakVddDrop	0.0003696	V
setup_path	arrival	1.75	ns
power_and_ir_drop	power_frac_comb	12.7	%
setup_path	worst-path-max-fanout	8	
grt	grt_pass1_wl	2677	microns
setup_path	cpMaxStageDelayCell	or4_4	
grt	grt_max_degree	13	
logic_synthesis	top_cells_by_count	edfxtp_1 (20), ha_1 (6), inv_1 (6), or3_1 (5)	
logic_synthesis	avgSynthCellArea	13.39	sq um
clock_network	cts_setup_buffers	0	
timing	setup_viol	0	
power_and_ir_drop	p_leak	0.4231	nW
grt	antenna_found_initial	0	
worst_hold_path	hold_depth	1	
logic_synthesis	synthArstFlopShare	0	%
power_and_ir_drop	p_int	0.0008518	W
power_and_ir_drop	swShare	20.92	%
setup_path	path_class	reg -> reg	
placed_design	place_hpwl	1182	microns
floorplan	die_w	112	microns
clock_network	cts_htree_levels	1	
power_and_ir_drop	pwr-share-seq	50.9	%
logic_synthesis	netlist_instances	73	
power_and_ir_drop	net-switching-power	0.0002254	W
timing	finalSetupTns	0	ns
logic_synthesis	edf_count	20	
status	status	completed	
drt	via_count	575	
run	warnings	31	
logic_synthesis	yosysSeqAreaShare	61.46	%
clock_network	root_buffer	clkbuf_8	
floorplan	pin_count	13	
clock_network	clk_pin_slew	0.07	ns
timing	finalHoldViolCount	0	
timing	fin_crit_sh	91.45	%
cells_and_area	area_growth	30.86	%
logic_synthesis	top_area_share	61.46	%
timing	holdWs	0.6650	ns
floorplan	die_y	112	microns
logic_synthesis	ys_types	23	
floorplan	fp_util	11.89	%
cells_and_area	drive_gt1_share	9.195	%
grt	grt_remaining_overflow	0	
floorplan	die-area	12540	sq um
grt	track_usage	2.497	%
setup_path	slowest_delay	0.57	ns
logic_synthesis	synthFlopType	edfxtp_1	
logic_synthesis	ys_area	977.2	sq um
logic_synthesis	syn_area	977.2	sq um
drt	antenna_cells	0	
clock_network	cts_buffer_depth	2	
logic_synthesis	synth_area_leader_cell	edfxtp_1	
floorplan	row_count	33	
timing	period_needed	1.829	ns
setup_path	worst_r2r_endpoint	bit_cnt[2]	
timing	tightest_slew	0.3963	ns
logic_synthesis	numSynthFlops	20	
clock_network	cts_resized	0	
drt	wl_per_cell	8.276	microns
drt	drt_iter0_markers	57	
drt	antenna_left	0	
logic_synthesis	most_common_cell	edfxtp_1	
clock_network	clk_latency	0.25	ns
drt	first_pass_iters	4	
clock_network	cts_buffers	3	
worst_hold_path	min_from	state[1]	
setup_path	required	1.92	ns
cell type report:
class                   count  area, sq um
well taps                 105        131.4
clock buffers               3        41.29
inverters                   7        26.28
repair buffers             12        117.6
clock inverters             1        30.03
multi-input cells          44        331.6
fillers                   890         6938
flip-flops and latches     20        600.6
worst max path at each step:
| stage | startpoint | end | slack (ns) | depth (start not counted) |
|---|---|---|---|---|
| 4_1_cts | bit_cnt[4] | bit_cnt[6] | 0.16 | 3 |
| 5_1_grt | bit_cnt[4] | bit_cnt[6] | 0.08 | 3 |
| 6_report | bit_cnt[4] | bit_cnt[2] | 0.17 | 3 |
layer usage:
| layer | part of all wire, % | wire, microns | track usage, % |
|---|---|---|---|
| met2 | 49 | 772 | 4.235 |
| met4 | 0.76 | 12 | 0.4230 |
| met1 | 46 | 735 | 3.168 |
| met5 | 0 | 0 | 0 |
| met3 | 4.3 | 68 | 0.6515 |
layout by cell type (no fill, tap or decap), drive strengths merged:
cell / instances
edfxtp: 20
clkdlybuf4s50: 11
inv: 6
ha: 6
or3: 5
nor2: 5
a21oi: 4
nand3: 4
o21a: 3
o21ai: 3
clkbuf: 3
and2: 2
nand2: 2
mux2i: 2
xor2: 2
clkinv: 1
or4: 1
nand2b: 1
mux4: 1
a41oi: 1
xnor2: 1
nand4: 1
bufinv: 1
buf: 1
stage by stage:
stage | utilization (%) | std cells | setup slack (ns) | cell area [sq um]
global route | 15.56 | 192 | 0.08285 | 1279
detailed placement | 14.69 | 188 | 0.1685 | 1207
CTS | 15.56 | 192 | 0.1614 | 1279
floorplan | - | 73 | 0.3357 | 977.2
finish | 15.56 | 192 | 0.1709 | 1279
global placement | 14.69 | 188 | 0.1747 | 1207
cell families (layout without fill, tap and decap cells):
kind of cell / after synthesis / in the layout / share of synthesized area, %
DFF: 20 / 20 / 61.46
AOI/OAI and AO/OA: 11 / 11 / 6.786
and+or+nand+nor: 21 / 21 / 12.42
buffers and inverters: 9 / 23 / 4.609
xor gates and xnor gates: 3 / 3 / 2.689
adders and majority gates: 6 / 6 / 7.682
muxes: 3 / 3 / 4.353
power by group through the flow:
stage / combinational [W] / sequential (W) / clock (W)
after CTS: 0.000139 / 0.000549 / 0.000406
after global routing: 0.000153 / 0.000554 / 0.000432
final: 0.000136 / 0.000548 / 0.000392
worst max-delay path, delay by kind of cell (launching register included):
family | cells | cell delay [ns]
compound gates | 1 | 0.36
flops | 1 | 0.45
simple gates | 2 | 0.69
Power and IR drop assume default switching activity.
