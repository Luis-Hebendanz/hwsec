===== design/flow/config.mk =====
export PLATFORM = sky130hd
export DESIGN_NAME = uart_rx
export DESIGN_NICKNAME = uart_rx
export VERILOG_FILES = /design/flow/design.v
export SDC_FILE = /design/flow/constraint.sdc
export NUM_CORES = 4
export LEC_CHECK = 1
export CORE_AREA = 10 10 86 86
export DIE_AREA = 0 0 96 96

===== design/flow/constraint.sdc =====
current_design uart_rx

set clk_period 3.3
set clk_io_pct 0.2

create_clock -name clk0 -period $clk_period [get_ports {clk}]

set non_clock_inputs [all_inputs -no_clocks]
set_input_delay [expr $clk_period * $clk_io_pct] -clock clk0 $non_clock_inputs
set_output_delay [expr $clk_period * $clk_io_pct] -clock clk0 [all_outputs]

===== design/flow/design.v =====
`timescale 1ns / 1ps
module uart_rx(
    input wire clk,
    input wire rst,
    input wire din,
    output reg valid,
    output reg [7:0] data_rx
    );
reg [2:0] state = 3'b000;
reg [15:0] cnt;
reg [7:0] bit_cnt;
always @(posedge clk)
begin
		cnt <= cnt +1;		
		case (state)
			3'b000: begin
				if(din == 0)
				begin
					cnt <= 0;
					bit_cnt <= 0;
					state <= 3'b010;
				end
			end
			3'b010: begin
				if(cnt >= glob.CLKS_TW / 2)
				begin
					cnt <= 0;
					state <= 3'b001;
				end
				else if(din == 1)
				begin
					state <= 3'b000;
				end
			end
			3'b001: begin
				if(cnt >= glob.CLKS_TW && bit_cnt < 8)
				begin
					cnt <= 0;
					data_rx[bit_cnt] = din;
					bit_cnt <= bit_cnt +1;
				end
				if(cnt >= glob.CLKS_TW && bit_cnt >= 8)
				begin
					valid <= din;
					state <= 3'b000;
				end
			end
		endcase
end
endmodule

===== design/flow/run.sh =====
#!/bin/bash
# OpenROAD 26Q1-2900-gdf79404cd8, Yosys 0.63+post, stock flow scripts
make -C /OpenROAD-flow-scripts/flow DESIGN_CONFIG=/design/flow/config.mk WORK_HOME=/design/flow/orfs finish

==> flow_summary.yaml <==
# physical design summary
worst_setup_path:
  cp.arrival_ns: 2.34
  worstPathRequired_ns: 3.30
  r2r_slack_ns: 0.97
  cp-end-kind: "flop"
  startpoint_type: "flop"
  setup.worst_path.class: "reg -> reg"
  setup.worst_path.start: "bit_cnt[0]"
  r2r-end: "data_rx[7]"
  r2r-start: "bit_cnt[0]"
  ff2ff_path_depth: 6
  cp_max_fo: 9
logic_synthesis:
  yosysCellCount: 95
  synthArstFlopShare_pct: 0
  ys_warn_count: 3
  synthTopCellsByArea: "edfxtp_1 (49%), mux2_1 (7.7%), ha_1 (6.4%)"
  numSynthFlops: 19
  synth_seq_share_pct: 48.6
  synth_top_cell_by_area: "edfxtp_1"
  synth-edff-count: 19
  yosys_area_um2: 1170
  synth_area_per_cell_um2: 12.4
  synthFlopType: "edfxtp_1"
  syn_inst: 95
  synth_cell_type_count: 34
  synth_top_area_share_pct: 48.6
  syn-cell-area_um2: 1170
clock_tree:
  cts_resized: 0
  holdBufCountCts: 0
  cts_sinks: 19
  clk_latency_ns: 0.25
  cts_max_path_buffers: 2
  tritoncts: "yes"
  numCtsBuffers: 3
  post_cts_buffers: 0
  cts_root_buf: "clkbuf_8"
  cts_max_level: 1
  clkSlewWorstSetupHoldPaths_ns: 0.07
final_timing:
  finClkSkew_ns: 0.00304
  fmax_mhz: 429
  worst_pin_slew_ns: 0.452
  maxSlewViolCount: 0
  slew_headroom_pct: 69.6
  hold_viol_final: 0
  holdWs_ns: 0.565
  tns_ns: 0
  rsz0062_at_grt: "no"
  finalSetupViolCount: 0
  finalCriticalPeriod_ns: 2.33
  worst_slack_ns: 0.969
  timing.final.crit_share_pct: 70.6
power_and_ir_drop:
  powerDensity_nw_per_um2: 821
  p_int_mw: 0.692
  combPwrFrac_pct: 41.8
  p_leak_nw: 0.473
  power_mw: 1.14
  switching_share_pct: 39.6
  power_switching_mw: 0.453
  pwr-share-seq_pct: 44.3
  ir_worst_vdd_mv: 0.263
  clkPwrFrac_pct: 13.9
cells_and_area:
  syn2layout_area_growth_pct: 18.7
  final_area_um2: 1400
  final_layout_size_suffix_gt1_share_pct: 8.49
min_path:
  hold_class: "reg -> reg"
  worstHoldStart: "data_rx[1]"
  whs_endpoint: "data_rx[1]"
  holdPathStages: 1
drt:
  ant_nets: 0
  drt_pass1_iterations: 3
  vias_per_cell: 4.35
  drc: 0
  diodes: 0
  routed_wl_mm: 2.04
  num_vias: 775
  drtIter0Drc: 37
  wl_per_cell_um: 11.5
grt:
  grt_max_degree: 14
  antenna_found_initial: 0
  grt_pass1_vias: 741
  track_usage_pct: 4.61
  grt_pass1_wl_mm: 3.43
  grt_overflow_total: 0
flow_run:
  maxCapViolCount: 0
  tool_warnings: 30
die:
  io-pin-count: 12
  coreArea_um2: 5540
  die_w_um: 96
  rows: 27
  fp.dieH_um: 96
  fp_util_pct: 21.2
  chip_area_um2: 9220
run_status:
  status: "completed"
placed_design:
  place_congestion: 0.820
  dp_worst_setup_slack_ns: 1.01
  placed_cell_area_um2: 1350
  port-buffer-count: 10
  post-dp-hpwl_mm: 1.55
-- Yosys cell counts, types with 2 or more instances --
cell type	number
xor2_1	2
nor4_1	3
nand4_1	3
xnor2_1	6
edfxtp_1	19
ha_1	6
and3_1	2
nand3_1	5
and2_1	8
a211oi_1	2
inv_1	6
nor3_1	2
mux2_1	8
nand4b_1	3
-- layout by cell type, fill, tap and decap left out, types with 3 or more instances in the layout --
master and instances:
and2_1 8, edfxtp_1 19, nand4_1 3, nand3_1 5, nand4b_1 3, mux2_1 8
clkdlybuf4s50_1 10, ha_1 6, inv_1 6, xnor2_1 6, nor4_1 3, clkbuf_8 3
-- cell families (layout without fill, tap and decap cells) --
group / count (synthesis) / after routing / synth area share (%)
XOR/XNOR: 8 / 8 / 5.96
AND/OR/NAND/NOR: 37 / 37 / 21.8
buffers and inverters: 10 / 21 / 3.94
adder cells (fa/ha/maj): 6 / 6 / 6.39
flip-flops: 19 / 19 / 48.6
AND-OR/OR-AND: 7 / 7 / 5.64
multiplexers: 8 / 8 / 7.67
-- sequential cells by signal, indices dropped and copies added, names as in the netlist --
name / cells
valid: 1
state: 2
data_rx: 8
bit_cnt: 8
-- worst max-delay path by stage --
stage                   endpoint  slack (ns)  depth (start not counted)
after CTS             data_rx[7]        0.98                          6
after global routing  data_rx[2]        0.84                          6
final                 data_rx[7]        0.97                          6
-- critical path, stage by stage, from the launching register on --
cell	delay [ns]
edfxtp_1	0.53
inv_1	0.15
ha_1	0.31
inv_1	0.07
o41a_1	0.42
and4bb_1	0.29
mux2_1	0.31
-- area by class of cell --
type / instances / area [um^2]
fillers: 582 / 4150
flip-flops and latches: 19 / 571
multi-input cells: 66 / 558
repair buffers: 11 / 108
well taps: 72 / 90.1
clock buffers: 3 / 41.3
inverters: 6 / 22.5
clock inverters: 1 / 5.00
-- power by group through the flow --
stage | sequential [mW] | combinational (mW) | clock (mW)
CTS | 0.506 | 0.481 | 0.164
global route | 0.526 | 0.533 | 0.176
finish | 0.507 | 0.479 | 0.159
-- layer usage --
layer / vias up / track usage [%] / part of all wire, % / wire length (um)
li1: 378 / - / - / -
met1: 387 / 6.15 / 46 / 943
met2: 8 / 7.06 / 48 / 978
met3: 2 / 1.97 / 4.7 / 96
met4: 0 / 0.614 / 1.2 / 25
met5: - / 0 / 0 / 0
-- through the flow --
step / util, % / instances
floorplan: - / 95
global placement: 24.3 / 174
detailed placement: 24.3 / 174
CTS: 25.2 / 178
global route: 25.2 / 178
finish: 25.2 / 178
Power is estimated from default activity; no workload was simulated.
