==> /design/flow/design.v <==
`timescale 1ns / 1ps
module foo_counter(
	input wire clk,
	input wire rst,
	input wire en,
	output reg [7:0] cnt);
	always @(posedge clk)
	begin
	if(rst)
	begin
	cnt <= 8'd0;  
	end
	else  
	begin
	cnt <= cnt + 1;  
	end
	end
endmodule
==> /design/flow/run.sh <==
#!/bin/bash
# OpenROAD 26Q1-2900-gdf79404cd8, Yosys 0.63+post, stock flow scripts
make -C /OpenROAD-flow-scripts/flow DESIGN_CONFIG=/design/flow/config.mk WORK_HOME=/design/flow/orfs finish
==> /design/flow/config.mk <==
export PLATFORM = sky130hd
export DESIGN_NAME = foo_counter
export DESIGN_NICKNAME = foo_counter
export VERILOG_FILES = /design/flow/design.v
export SDC_FILE = /design/flow/constraint.sdc
export NUM_CORES = 4
export LEC_CHECK = 1
export CORE_AREA = 10 10 70 70
export DIE_AREA = 0 0 80 80
==> /design/flow/constraint.sdc <==
current_design foo_counter

set clk_period 1.4
set clk_io_pct 0.2

create_clock -name clk0 -period $clk_period [get_ports {clk}]

set non_clock_inputs [all_inputs -no_clocks]
set_input_delay [expr $clk_period * $clk_io_pct] -clock clk0 $non_clock_inputs
set_output_delay [expr $clk_period * $clk_io_pct] -clock clk0 [all_outputs]
==> impl_table.tex <==
% Generated from flow reports
\begin{tabular}{lr}
\hline
Metric & Value \\
\hline
\multicolumn{2}{l}{\textbf{CTS}} \\
Longest Clk Path Bufs & 2 \\
CTS tree & done \\
Register clock-pin slew on the reported worst setup and hold paths & 0.05 ns \\
CTS Root Cell & sky130\_fd\_sc\_hd\_\_clkbuf\_4 \\
Clk sinks & 8 \\
Clock Latency Late Sink & 0.25 ns \\
H-Tree Depth & 1 \\
Number of hold-repair buffers added at the cts stage & 0 \\
Number of buffers added by the clock tree synthesis step & 3 \\
\multicolumn{2}{l}{\textbf{Critical path}} \\
Number of buffer and inverter stages on the critical path & 1 \\
Cells traversed along the worst timing path & clkdlybuf4s50\_1 \\
Setup CP Type & reg2out \\
Category of cells accounting for the largest share of critical-path delay & buffers and inverters \\
CP max stage delay & 0.46 ns \\
Data required time of the critical path & 1.12 ns \\
Startpoint types & flop \\
Crit path arrival time & 1.07 ns \\
Biggest fanout along the worst timing path & 5 \\
Slowest-stage cell, CP & sky130\_fd\_sc\_hd\_\_clkdlybuf4s50\_1 \\
Crit. End Element & primary output \\
\multicolumn{2}{l}{\textbf{Status}} \\
Status & finished, final reports clean \\
\multicolumn{2}{l}{\textbf{Yosys}} \\
Post-Synthesis Cell Area & 304 µm² \\
Yosys top cell by area & sky130\_fd\_sc\_hd\_\_dfxtp\_1 \\
Number of enable flip-flop cells & 0 \\
Tally of unique sky130hd cells used after synthesis & 15 \\
Library cell with the highest instance count after synthesis & sky130\_fd\_sc\_hd\_\_dfxtp\_1 \\
Count of yosys warnings during synthesis & 1 \\
Yosys reg bits & 8 \\
Post-synth area from yosys stat & 304 µm² \\
Syn avg cell area & 9.21 µm² \\
Seq/Total Area, Yosys & 52.7\% \\
Proportion of register bits with asynchronous set or reset after synthesis & 0\% \\
Synthesized netlist cell count & 33 \\
Number of cells in Yosys stat & 33 \\
Cell types with the largest area share after synthesis & sky130\_fd\_sc\_hd\_\_dfxtp\_1, sky130\_fd\_sc\_hd\_\_or3\_1, sky130\_fd\_sc\_hd\_\_xnor2\_1 \\
Top area contributor share & 52.7\% \\
Main synth FF type & sky130\_fd\_sc\_hd\_\_dfxtp\_1 \\
Top post-synthesis cells by count & sky130\_fd\_sc\_hd\_\_dfxtp\_1, sky130\_fd\_sc\_hd\_\_nor2\_1, sky130\_fd\_sc\_hd\_\_a21oi\_1, sky130\_fd\_sc\_hd\_\_o21ai\_0, sky130\_fd\_sc\_hd\_\_or3\_1 \\
\multicolumn{2}{l}{\textbf{Placement}} \\
Cells after DPL & 87 \\
Pre-CTS worst setup slack & 0.116 ns \\
Number of buffers inserted by port buffering & 9 \\
Total placed instance area & 448 µm² \\
Weighted congestion reported at the end of routability-driven placement & 0.673 \\
\multicolumn{2}{l}{\textbf{Final timing}} \\
Time the final worst path needs with I/O delays and setup & 1.35 ns \\
Final critical-path setup slack & 0.0531 ns \\
Final period util & 96.2\% \\
Headroom to the max-slew limit & 79.8\% \\
Count of endpoints failing hold in the final timing report & 0 \\
Number of pins with negative max-slew slack in the final report & 0 \\
Setup-failing EPs final & 0 \\
RSZ-0062 raised after global routing & no \\
Setup total negative slack & 0 ns \\
Worst clock skew & 0.000960 ns \\
Maximum operating frequency & 742 MHz \\
Minimum hold slack & 0.435 ns \\
Slew at the pin closest to its max-slew limit & 0.301 ns \\
\multicolumn{2}{l}{\textbf{Detailed routing}} \\
Number of nets with antenna violations after routing & 0 \\
Via density per instance & 3.16 \\
Count of routing violations after the opening detailed-route iteration & 7 \\
Vias & 300 \\
Post-DR wirelength/cell & 9.23 µm \\
Diodes inserted & 0 \\
Router iterations before antenna repair & 4 \\
Routed WL & 877 µm \\
Post-detailed-route DRC marker count & 0 \\
\multicolumn{2}{l}{\textbf{Global route}} \\
Leftover overflow at the end of global routing & 0 \\
Pin count of the biggest net entering global routing & 9 \\
Global-route wire length before repair & 1370 µm \\
Antenna violations before repair & 0 \\
Global-route usage over all layers & 2.77\% \\
Via count of the first global-routing pass & 300 \\
\multicolumn{2}{l}{\textbf{Power}} \\
Power, Total & 0.439 mW \\
Lkg Pwr & 0.195 nW \\
Power density over cell area & 824 nW/µm² \\
Worst voltage drop across the vdd grid & 0.585 mV \\
\multicolumn{2}{l}{\textbf{Cells and area}} \\
Area growth from synthesis to layout & 75.3\% \\
Util after Layout & 15.6\% \\
Number of flip-flops in the largest register & 8 \\
Largest register by flop count & cnt \\
Post-route design area & 533 µm² \\
Fraction of final layout cells sized beyond drive strength 1 & 34.7\% \\
Final standard cell count with taps included and fillers excluded & 95 \\
Largest regs & cnt x8 \\
\multicolumn{2}{l}{\textbf{Die}} \\
Floorplan utilization & 8.90\% \\
Horizontal die dimension & 80 µm \\
Full die area & 6400 µm² \\
Number of I/O pins & 11 \\
Floorplan die height & 80 µm \\
Row count & 21 \\
Core ar. & 3420 µm² \\
\multicolumn{2}{l}{\textbf{Flow run}} \\
Maxcap violations & 0 \\
Count of tool warnings & 26 \\
\multicolumn{2}{l}{\textbf{Hold path}} \\
Classification of the worst-slack hold path & reg2reg \\
\hline
\end{tabular}
## placed cells by master, fill, tap and decap left out, drive strengths merged
cell type and instances:
nor2b 1, nand2 1, dfxtp 8, o21ai 3, clkbuf 3, nand3 2
xnor2 2, a21oi 3, xor2 1, or3 3, nand4 1, ha 1
and3 1, dlymetal6s2s 1, inv 1, nor2 4, clkdlybuf4s50 8, buf 5
## cell families (layout without fill, tap and decap cells)
kind of cell	Yosys count	in the layout	share of synthesized area [%]
AND/OR/NAND/NOR	13	13	22.2
flip-flops	8	8	52.7
AND-OR/OR-AND	6	6	9.87
XOR/XNOR	3	3	8.64
buffers and inverters	2	18	2.47
adder cells (fa/ha/maj)	1	1	4.11
## layout make-up
cell class / instances / area (µm²)
fill: 391 / 2880
multi-input combinational: 23 / 136
inverter: 1 / 3.75
tap: 46 / 57.6
timing repair buffer: 14 / 130
sequential: 8 / 183
clock buffer: 3 / 22.5
## path summary, 6_finish.rpt
check / from / to / slack (ns) / cells after the start
setup / recovery: cnt[0] / cnt[0] / 0.05 / 1
hold / removal: cnt[0] / cnt[0] / 0.44 / 1
setup reg to reg: cnt[0] / cnt[6] / 0.14 / 4
hold reg to reg: cnt[0] / cnt[0] / 0.44 / 1
## worst reg2reg max path, stage by stage (launching register included)
cell                      delay [ns]
sky130_fd_sc_hd__dfxtp_4        0.36
sky130_fd_sc_hd__ha_1           0.19
sky130_fd_sc_hd__nand3_1        0.14
sky130_fd_sc_hd__or3_1          0.37
sky130_fd_sc_hd__a21oi_1        0.14
## power breakdown
group | switching (mW) | internal [mW]
Sequential | 0.00733 | 0.230
Clock | 0.0714 | 0.0976
Combinational | 0.0109 | 0.0222
Total | 0.0897 | 0.349
## layer usage
layer / GRT usage (%) / vias up / routed length (µm)
met2: 2.97 / 18 / 301
li1: - / 145 / -
met5: 0 / - / 0
met4: 0.528 / 0 / 12
met3: 3.18 / 2 / 158
met1: 3.43 / 135 / 404
## timing repair
action,CTS,global route
setup buffers,0,5
resized,6,8
endpoints found under the setup margin,6,9
Power figures rest on the tool's default switching activity, not on a simulated workload.
